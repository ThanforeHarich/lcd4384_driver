==> design.v <==
module lcd_driver (
    input               lcd_clk,
    input               rst_n,
    input               ram_rd_valid,
    output              ram_rd_ready,
    input       [15:0]  pixel_data,
    output              lcd_hs,
    output              lcd_vs,
    output  reg         lcd_de,
    output      [23:0]  lcd_rgb
);
parameter LinePeriod     = 11'd1056;
parameter H_SyncPulse    = 11'd128;
parameter H_BackPorch    = 11'd88;
parameter H_ActivePix    = 11'd800;
parameter H_FrontPorch   = 11'd40;
parameter Hde_start      = 11'd216;
parameter Hde_end        = 11'd1016;
parameter FramePeriod    = 11'd525;        
parameter V_SyncPulse    = 11'd2;         
parameter V_BackPorch    = 11'd33;            
parameter V_ActivePix    = 11'd480;        
parameter V_FrontPorch   = 11'd10;        
parameter Vde_start      = 11'd35;
parameter Vde_end        = 11'd515;
reg     [10:0]  x_cnt;
reg     [10:0]  y_cnt;
wire            lcd_en;
wire            lcd_req;
wire    [23:0]  lcd_rgb_o;
assign lcd_en = ((x_cnt >= Hde_start) && (x_cnt < Hde_end)
                && (y_cnt >= Vde_start) && (y_cnt < Vde_end))
                ? 1'b1: 1'b0;
assign lcd_req = ((x_cnt >= Hde_start + 11'd80) && (x_cnt < Hde_end - 11'd80)
                && (y_cnt >= Vde_start) && (y_cnt < Vde_end))
                ? 1'b1: 1'b0;
assign ram_rd_ready = ram_rd_valid && lcd_req;
assign lcd_rgb_o = {pixel_data[15:11], 3'd0, pixel_data[10:5], 2'd0, pixel_data[4:0], 3'd0};
assign lcd_rgb = ram_rd_ready? lcd_rgb_o: 0;
assign lcd_hs = ((rst_n == 1'b1) && (x_cnt < H_SyncPulse))? 1'b0: 1'b1;
assign lcd_vs = ((rst_n == 1'b1) && (y_cnt < V_SyncPulse))? 1'b0: 1'b1;
always @(posedge lcd_clk, negedge rst_n) begin
    if (~rst_n)
        lcd_de <= 0;
    else 
        lcd_de <= lcd_en;
end
always @(posedge lcd_clk, negedge rst_n) begin
    if (~rst_n) begin
        x_cnt <= 0;
        y_cnt <= 0;
    end
    else begin
        if (x_cnt == LinePeriod - 1'b1) begin
            x_cnt <= 0;
            if (y_cnt == FramePeriod - 1'b1) 
                y_cnt <= 0;
            else
                y_cnt <= y_cnt + 1'b1;
        end
        else
            x_cnt <= x_cnt + 1'b1;
    end
end
endmodule  
==> run.sh <==
#!/bin/bash
# OpenROAD 26Q1-2900-gdf79404cd8, Yosys 0.63+post, stock flow scripts
make -C /OpenROAD-flow-scripts/flow DESIGN_CONFIG=/design/flow/config.mk WORK_HOME=/design/flow/orfs finish
==> config.mk <==
export PLATFORM = sky130hd
export DESIGN_NAME = lcd_driver
export DESIGN_NICKNAME = lcd_driver
export VERILOG_FILES = /design/flow/design.v
export SDC_FILE = /design/flow/constraint.sdc
export NUM_CORES = 4
export LEC_CHECK = 1
export CORE_AREA = 10 10 105 105
export DIE_AREA = 0 0 115 115
export SYNTH_HDL_FRONTEND = slang
==> constraint.sdc <==
current_design lcd_driver

set clk_period 3.1
set clk_io_pct 0.2

create_clock -name clk0 -period $clk_period [get_ports {lcd_clk}]

set non_clock_inputs [all_inputs -no_clocks]
set_input_delay [expr $clk_period * $clk_io_pct] -clock clk0 $non_clock_inputs
set_output_delay [expr $clk_period * $clk_io_pct] -clock clk0 [all_outputs]
==> ci_impl_report.md <==
### Flow metrics

| Metric | Value |
|---|---|
| # fillers | 950 |
| Slew @ Worst Pin | around 0.54 ns |
| Peak supply drop | 0.0001420 V |
| Final setup vio count | 0 |
| LEAKAGE | between 0.7 and 0.8 nW |
| Clk Latency, worst-skew pair | 0.27 ns |
| CTS H-tree lvls | 1 |
| Placed inst area | between 1500 and 2000 µm² |
| Worst reg-to-reg path cell count | 6 |
| Largest net degree at the start of global routing | 24 |
| Global route overflow | 0 |
| Biggest area cells | dfrtp_1 38%, nor3_1 6.9%, nand2_1 5.9%, xnor2_1 4.6%, buf_4 4.4% |
| Die Y | roughly 120 µm |
| Antenna Nets Post-Route | 0 |
| Area Growth Syn to Fin | 37.14% |
| Worst r2r src | y_cnt[0] |
| Tcrit/Tclk final | between 90% and 100% |
| Fmax | roughly 330 MHz |
| Worst setup startpoint | y_cnt[0] |
| Synth top area share | 37.80% |
| Headroom to the max-slew limit | 64.25% |
| Outcome | complete, no violations |
| Hold path start | x_cnt[0] |
| Post-synthesis cell count | 179 |
| Top cells excl fill/tap | 38 x clkdlybuf4s50_1, 23 x nand2_1, 21 x dfrtp_1 |
| Type of the worst setup path | reg -> out |
| CP Capture Type | output pin |
| Chip area | 13230 µm² |
| DRC viols | 0 |
| Vias in the first global route | 1239 |
| Drt pass-1 iters | 4 |
| Die W | about 120 µm |
| Syn Area/Cell | between 8 and 9 µm² |
| Worst hold path cell count | 1 |
| Final period demand of the worst path | about 3 ns |
| Total global-route track usage | 5.409% |
| Post-DR vias/cell | 4.198 |
| PD cells | 255.2 nW/µm² |
| Root Driver | clkbuf_8 |
| Final Util | 23.83% |
| Core Region | just under 9000 µm² |
| Clock Tree Buf Depth | 2 |
| GPL Wtd Cong | 0.8338 |
| CP required | 2.48 ns |
| Startpoint types | flop |
| CTS Hold Bufs | 0 |
| Post-CTS Setup Bufs | 0 |
| Worst Clk Skew | 0.004456 ns |
| Clk pin slew, worst setup/hold paths | approximately 0.090 ns |
| Final instance area | 2088 µm² |
| Yosys synthesis chip area | 1523 µm² |
| CP Max Fanout | 18 |
| Total clock buffers created by CTS | 3 |
| Distinct lib cells | 39 |
| Tool warnings | 28 |
| Slew Viols, Final | 0 |
| Register area share after synthesis | 37.80% |
| Registers, synthesis | 23 |
| Row count | 34 |
| Drt initial violations | 140 |
| Syn Std Cell Area | 1523 µm² |
| CTS Sinks | 23 |
| Yosys warning tally | 0 |
| Area leader, netlist | dfrtp_1 |
| First-pass GRT wire length | 6072 µm |
| CTS tree | yes |
| Post-DP HPWL | 2861 µm |
| Layout cells sized above 1 | a little over a tenth |
| DRT Wirelength | around 3700 µm |
| Num ports | 47 |
| DR WL/cell | 11.54 µm |
| # port buffers | 38 |
| Initial antenna violation count | 0 |
| Worst EP arrival | 2.38 ns |
| Max Cap Violations | 0 |
| Cells in synth_stat.txt | 179 |
| Final hold violations | 0 |
| Initial Utilization | 17.38% |
| Most frequent logic cell in the layout | clkdlybuf4s50_1 |
| Antenna diodes | 0 |
| Via Count | 1360 |
| Hold Crit Class | reg -> reg |
==> report_power, final <==
part	leakage [nW]	switching, W	internal (W)	total [W]
clock	0.0255	0.0000996	0.0000898	0.000189
sequential	0.308	0	0.000300	0.000300
combinational	0.443	0.0000174	0.0000265	0.0000438
total	0.777	0.000117	0.000416	0.000533
==> logic make-up (layout without fill, tap and decap cells) <==
kind of cell | count (synthesis) | count (layout) | synth area share, %
simple gates | 93 | 93 | 32.29
buf+inv | 24 | 54 | 8.709
flops | 23 | 23 | 37.80
compound gates | 21 | 21 | 10.11
xor+xnor | 12 | 12 | 6.902
fa+ha+maj | 4 | 4 | 3.287
other cells | 1 | 8 | 0.2463
mux | 1 | 1 | 0.6574
==> layer usage <==
layer	part of all wire (%)	track usage, %	vias to the layer above
li1	-	-	682
met1	51	8.171	629
met2	37	7.545	47
met3	11	2.057	2
met4	0.24	0.1650	0
met5	0	0	-
==> synth_stat cells <==
master,number
nor3_1,21
or2_2,1
nor4b_1,1
or3_1,2
o31ai_4,1
and4_1,3
a31oi_1,2
a22oi_1,1
a21bo_2,1
nand3_1,11
buf_6,1
clkbuf_1,4
o21ai_0,7
conb_1,1
nand3b_1,1
nand4_1,6
and2_1,5
a21oi_1,5
a2111oi_2,1
nand2_1,24
o31ai_1,1
a21o_1,1
inv_1,9
dfrtp_1,23
nor2_1,10
buf_2,1
ha_1,4
buf_4,9
or4_1,1
nor4b_2,1
nor4_2,1
mux2i_1,1
and4b_1,1
and3_1,1
xnor2_1,8
xor2_1,4
a211oi_2,1
nand2b_1,2
or4b_1,1
==> worst max-delay path: stages (launching register included) <==
cell             delay [ns]
dfrtp_2                0.45
a2111oi_4              0.37
and4b_1                0.29
o31ai_4                0.07
buf_4                  0.21
nor3_1                 0.21
clkdlybuf4s50_1        0.50
==> path summary, 6_finish.rpt <==
check,end,slack (ns)
setup / recovery,lcd_rgb[22],0.10
hold / removal,x_cnt[0],0.49
setup reg to reg,y_cnt[9],1.16
hold reg to reg,x_cnt[0],0.49
max in group asynchronous,y_cnt[2],1.98
min in group asynchronous,x_cnt[0],0.88
==> sequential cells by signal (all words and copies together), names as in the netlist <==
register and flops:
x_cnt 11, y_cnt 11, lcd_de 1
==> through the flow <==
stage | setup WS, ns | hold WS, ns | setup TNS (ns) | total power (W) | cells
after floorplan | 0.9451 | 0.3244 | 0 | 0.0003212 | 186
after global placement | 0.3897 | 0.4739 | 0 | 0.0003499 | 320
after detailed placement | 0.3730 | 0.4809 | 0 | 0.0003496 | 320
after CTS | 0.07272 | 0.4939 | 0 | 0.0005391 | 324
after global routing | -0.004857 | 0.5118 | -0.004857 | 0.0005601 | 324
final | 0.1043 | 0.4863 | 0 | 0.0005329 | 324
==> timing repair <==
action | CTS | global route
endpoints found under the setup margin | 0 | 16
hold endpoints to repair | 0 | 0
resized | 0 | 11
==> cell type report <==
class / count / area [µm²] / share of cell area, %
multi-input cells: 139 / 892.1 / 42.72
flip-flops and latches: 23 / 578.1 / 27.68
repair buffers: 41 / 402.9 / 19.29
well taps: 108 / 135.1 / 6.471
clock buffers: 3 / 41.29 / 1.977
inverters: 9 / 33.78 / 1.618
clock inverters: 1 / 5.005 / 0.2397
Power is estimated from default activity; no workload was simulated.
